==> /design/flow/run.sh <==
#!/bin/bash
# OpenROAD 26Q1-2900-gdf79404cd8, Yosys 0.63+post, stock flow scripts
make -C /OpenROAD-flow-scripts/flow DESIGN_CONFIG=/design/flow/config.mk WORK_HOME=/design/flow/orfs finish
==> /design/flow/config.mk <==
export PLATFORM = sky130hd
export DESIGN_NAME = regfile
export DESIGN_NICKNAME = regfile
export VERILOG_FILES = /design/flow/design.v
export SDC_FILE = /design/flow/constraint.sdc
export NUM_CORES = 4
export LEC_CHECK = 1
export CORE_UTILIZATION = 30
==> /design/flow/constraint.sdc <==
current_design regfile

set clk_period 11.0
set clk_io_pct 0.2

create_clock -name clk0 -period $clk_period [get_ports {i_clk}]

set non_clock_inputs [all_inputs -no_clocks]
set_input_delay [expr $clk_period * $clk_io_pct] -clock clk0 $non_clock_inputs
set_output_delay [expr $clk_period * $clk_io_pct] -clock clk0 [all_outputs]
==> /design/flow/design.v <==
module regfile (
    input logic i_clk,           
    input logic i_reset,         
    input logic [4:0] i_rs1_addr,  
    input logic [4:0] i_rs2_addr,  
    output logic [31:0] o_rs1_data,  
    output logic [31:0] o_rs2_data,  
    input logic [4:0] i_rd_addr,  
    input logic [31:0] i_rd_data,  
    input logic i_rd_wren         
);
    logic [31:0] registers [31:0];
    assign o_rs1_data = registers[i_rs1_addr];
    assign o_rs2_data = registers[i_rs2_addr];
    always_ff @(posedge i_clk or posedge i_reset) begin
        if (i_reset) begin
            for (int i = 0; i < 32; i = i + 1) begin
                registers[i] <= 32'b0;  
            end
        end else if (i_rd_wren && i_rd_addr != 5'b00000) begin
            registers[i_rd_addr] <= i_rd_data;  
        end
    end
endmodule
==> impl_metrics.yaml <==
# physical design summary
final_timing:
  fmax_mhz: 111
  drv_slew: 0
  period_minus_slack_ns: 9.03
  finalHoldViolCount: 0
  worst_slew_pin_slew_ns: 1.20
  fin_ws_ns: 1.97
  min_period_over_period: 0.821
  setup_viol: 0
  skew_ns: 0
  slew_headroom: 0.202
  rsz0062_at_grt: "false"
synthesis:
  edf_count: 0
  ys_warn_count: 2
  async_flop_share: 1.00
  yosys_cells: 4394
  ff_type: "dfrtp_1"
  synth_area_per_cell_um2: 11.7
  ys_area_um2: 51300
  syn_area_um2: 51300
  yosysUniqueCellTypes: 66
  ys.flops: 1024
  top_area_cell: "dfrtp_1"
  syn_inst: 4394
  topCellsByArea: "dfrtp_1 50%, mux2_2 22%, a22oi_1 11%"
  top_cell_area_share: 0.499
  postSynthSeqShare: 0.499
worst_hold_path:
  hp-class: "flop to flop"
setup_path:
  cp_slowest_stage_delay_ns: 0.71
  critical_path_class: "input pin to output pin"
  critPathSlowestCell: "nor2_4"
  arrival_ns: 6.83
  crit_fanout: 21
  cp-start-kind: "input pin"
  critPathRequiredTime_ns: 8.80
  critPathCaptureType: "output pin"
  critPathTopFamily: "buffers and inverters"
  crit_chain: "buf_2 -> buf_4 -> nand2_1 -> buf_4 -> nor2_4 -> buf_4 -> a22oi_1 -> nand2_1 -> a2111oi_0 -> a31oi_1 -> clkdlybuf4s50_1"
  crit_buf_inv: 5
  cp_common_cell: "buf_4"
place:
  gp_congestion: 1.06
  portBuffers: 113
  dpl_worst_slack_ns: 2.44
  dp_hpwl_mm: 177
power:
  leakage_uw: 0.0256
  vdd_drop_max_mv: 0.127
  power_density_nw_per_um2: 184
  totalPowerFinal_uw: 11000
clock_network:
  cts_made_buffers: 110
  post-cts-setup-buffer-count: 0
  htree_levels: 3
  root_buffer: "clkbuf_16"
  path_clk_slew_ns: 0.06
  cts_sinks: 1024
  clock_path_buffers: 3
  clock_latency_ns: 0.76
  ctsHoldBuffers: 0
  cts_resized: 0
  cts_tree: "done"
floorplan:
  core.rowCount: 151
  fp.dieW_um: 416
  fp_util: 0.303
  die_area_um2: 173000
  core_area_um2: 170000
  pin_count: 114
  die_h_um: 416
routing:
  vias: 45300
  ant_nets: 0
  drt-initial-drc-count: 5764
  drtPass1Iterations: 9
  drc_errors: 0
  wirelength_mm: 286
  avgViaCountPerCell: 6.74
  wl_per_cell_um: 42.5
flow_run:
  warning_count: 39
  drv_cap: 0
final_layout:
  top_register: "registers"
  drive_gt1_frac: 0.340
  lay_top_count: "dfrtp_1"
  largest_reg_flops: 1024
  nFillCells: 16500
  area_growth_pct: 16.1
  lay_top_cells: "1024 x dfrtp_1, 996 x mux2_2, 751 x a22oi_1"
  top_regs: "registers (1024)"
status:
  status: "complete, no violations"
global_routing:
  grt_max_degree: 121
  grt_pass1_wl_mm: 386
  grt.total_usage: 0.337
  grt-ovfl-total: 0
  first_global_vias: 44300
  antenna_found_initial: 18
-- synthesized netlist by cell type (10+ instances only) --
master and count:
a2111oi_0 10, a211oi_1 10, a21oi_1 84, a221oi_1 26, a222oi_1 22, a22o_1 35
a22oi_1 751, a31oi_1 21, a32oi_1 17, and3_1 15, buf_1 48, buf_2 188
buf_4 20, clkbuf_1 195, dfrtp_1 1024, mux2_2 996, mux2i_1 45, nand2_1 252
nand2b_1 21, nand3_1 52, nand4_1 101, nor2_1 155, nor2_2 18, nor2b_1 12
nor3_1 55, nor4_1 35, o21ai_0 30, o22ai_1 12, o32a_1 14
-- final cells by class --
type,count,area (um2),area share
Antenna cell,13,32.5,0.000546
Tap cell,2218,2780,0.0466
Timing Repair Buffer,358,3000,0.0503
Multi-Input combinational cell,2907,24200,0.406
Inverter,7,30.0,0.000504
Clock inverter,40,719,0.0121
Clock buffer,160,3220,0.0541
Sequential cell,1024,25600,0.430
-- metrics by stage --
| step | cell area (um2) | utilization | TNS [ns] | hold slack, ns | std cells |
|---|---|---|---|---|---|
| 6_report | 59600 | 0.351 | 0 | 0.402 | 6727 |
| 5_1_grt | 59600 | 0.351 | 0 | 0.414 | 6716 |
| 4_1_cts | 59600 | 0.351 | 0 | 0.404 | 6714 |
| 3_5_place_dp | 55600 | 0.328 | 0 | 0.390 | 6514 |
| 3_3_place_gp | 55600 | 0.328 | 0 | 0.387 | 6514 |
| 2_1_floorplan | 51400 | - | -5441.47 | 0.451 | 4394 |
-- power by group --
part           internal [uW]  switching, uW  total [uW]
Sequential              4470            775        5250
Combinational            806            772        1580
Clock                   2470           1670        4130
-- cells by family after synthesis --
kind of cell,Yosys count,synth area share
buffers and inverters,463,0.0406
AND-OR/OR-AND,1077,0.156
flip-flops,1024,0.499
AND/OR/NAND/NOR,778,0.0742
multiplexers,1052,0.230
-- layer usage --
layer	vias up	wire length (um)	global-route usage
li1	16800	-	-
met1	23000	99700	0.408
met2	4002	116000	0.458
met3	1454	43200	0.183
met4	14	26800	0.232
met5	-	100	0.00472
-- final timing paths --
path	startpoint	end	slack (ns)	cells after the start
worst min-delay path	registers[0][25]$_DFFE_PP0P_	registers[0][25]$_DFFE_PP0P_	0.40	0
worst min register to register	registers[0][25]$_DFFE_PP0P_	registers[0][25]$_DFFE_PP0P_	0.40	0
worst max register to register	registers[15][29]$_DFFE_PP0P_	registers[15][29]$_DFFE_PP0P_	10.06	1
max in group asynchronous	i_reset	registers[7][22]$_DFFE_PP0P_	6.77	5
worst max-delay path	i_rs2_addr[3]	o_rs2_data[27]	1.97	11
min in group asynchronous	i_reset	registers[29][4]$_DFFE_PP0P_	1.76	2
Power and IR drop assume default switching activity.
