$ cat config.mk
export PLATFORM = sky130hd
export DESIGN_NAME = alu
export DESIGN_NICKNAME = alu
export VERILOG_FILES = /design/flow/design.v
export SDC_FILE = /design/flow/constraint.sdc
export NUM_CORES = 4
export LEC_CHECK = 1
export CORE_UTILIZATION = 40
$ cat constraint.sdc
current_design alu

set clk_period 28.2
set clk_io_pct 0.2

create_clock -name clk0 -period $clk_period

set non_clock_inputs [all_inputs -no_clocks]
set_input_delay [expr $clk_period * $clk_io_pct] -clock clk0 $non_clock_inputs
set_output_delay [expr $clk_period * $clk_io_pct] -clock clk0 [all_outputs]
$ cat design.v
module Less32 (
    input  logic [31:0] a,     
    input  logic [31:0] b,     
    output logic [31:0] out    
);
    logic [31:0] diff;
    logic [31:0] b_not;
    logic carry;
    assign b_not = ~b;
    assign {carry, diff} = a + b_not + 1;
    assign out = (~carry) ? 32'h00000001 : 32'h00000000;
endmodule
module Less32_signed (
    input  logic signed [31:0] a,     
    input  logic signed [31:0] b,     
    output logic [31:0] out           
);
    logic signed [31:0] diff;
    logic signed [31:0] b_not;
    logic carry;
    assign b_not = ~b;
    assign {carry, diff} = a + b_not + 1;
    assign out = (a[31] == b[31]) ? (diff[31] ? 32'h00000001 : 32'h00000000) :
                 (a[31] ? 32'h00000001 : 32'h00000000);
endmodule
module ShiftLeft32 (
    input  logic [31:0] in,      
    input  logic [4:0]  shift,   
    output logic [31:0] out      
);
    logic [31:0] temp0, temp1, temp2, temp3, temp4, temp5;   
    assign temp0 = in;
    assign temp1 = shift[0] ? {temp0[30:0], 1'b0} : temp0;
    assign temp2 = shift[1] ? {temp1[29:0], 2'b00} : temp1;
    assign temp3 = shift[2] ? {temp2[27:0], 4'b0000} : temp2;
    assign temp4 = shift[3] ? {temp3[23:0], 8'b00000000} : temp3;
    assign temp5 = shift[4] ? {temp4[15:0], 16'b0000000000000000} : temp4;
    assign out = temp5;   
endmodule
module ShiftRightArithmetic32 (
    input  logic [31:0] in,      
    input  logic [4:0]  shift,   
    output logic [31:0] out      
);
    logic [31:0] temp0, temp1, temp2, temp3, temp4, temp5;   
    logic msb;                 
    assign msb = in[31];   
    assign temp0 = in;
    assign temp1 = shift[0] ? {msb, temp0[31:1]} : temp0;
    assign temp2 = shift[1] ? {{2{msb}}, temp1[31:2]} : temp1;
    assign temp3 = shift[2] ? {{4{msb}}, temp2[31:4]} : temp2;
    assign temp4 = shift[3] ? {{8{msb}}, temp3[31:8]} : temp3;
    assign temp5 = shift[4] ? {{16{msb}}, temp4[31:16]} : temp4;
    assign out = temp5;   
endmodule
module ShiftRightLogical32 (
    input  logic [31:0] in,      
    input  logic [4:0]  shift,   
    output logic [31:0] out      
);
    logic [31:0] temp0, temp1, temp2, temp3, temp4, temp5;   
    assign temp0 = in;
    assign temp1 = shift[0] ? {1'b0, temp0[31:1]} : temp0;
    assign temp2 = shift[1] ? {2'b00, temp1[31:2]} : temp1;
    assign temp3 = shift[2] ? {4'b0000, temp2[31:4]} : temp2;
    assign temp4 = shift[3] ? {8'b00000000, temp3[31:8]} : temp3;
    assign temp5 = shift[4] ? {16'b0000000000000000, temp4[31:16]} : temp4;
    assign out = temp5;   
endmodule
module Sub32 (
    input  logic [31:0] rs1,    
    input  logic [31:0] rs2,    
    output logic [31:0] rd      
);
    logic [31:0] not_rs2, twos_comp_rs2;
    assign not_rs2 = ~rs2;                
    assign twos_comp_rs2 = not_rs2 + 1;   
    assign rd = rs1 + twos_comp_rs2;      
endmodule
module alu (
    input  logic [31:0] i_op_a,     
    input  logic [31:0] i_op_b,     
    input  logic [3:0]  i_alu_op,   
    output logic [31:0] o_alu_data  
);
    logic [31:0] sub_result, shift_left_result, shift_right_arith_result;
    logic [31:0] shift_right_logic_result, less_result, less32_signed_result;
    Sub32 sub32_inst (
        .rs1(i_op_a),
        .rs2(i_op_b),
        .rd(sub_result)
    );
    ShiftLeft32 shift_left_inst (
        .in(i_op_a),
        .shift(i_op_b[4:0]),  
        .out(shift_left_result)
    );
    ShiftRightLogical32 shift_right_logical_inst (
        .in(i_op_a),
        .shift(i_op_b[4:0]),  
        .out(shift_right_logic_result)
    );
    ShiftRightArithmetic32 shift_right_arith_inst (
        .in(i_op_a),
        .shift(i_op_b[4:0]),  
        .out(shift_right_arith_result)
    );
    Less32 less_inst (
        .a(i_op_a),
        .b(i_op_b),
        .out(less_result)
    );
    Less32_signed less32_signed_inst (
        .a(i_op_a),
        .b(i_op_b),
        .out(less32_signed_result)
    );
    always_comb begin
        case (i_alu_op)
            4'b0000: o_alu_data = i_op_a + i_op_b;           
            4'b0001: o_alu_data = sub_result;                
            4'b0010: o_alu_data = shift_left_result;         
            4'b0100: o_alu_data = less32_signed_result;      
            4'b0110: o_alu_data = less_result;               
            4'b1000: o_alu_data = i_op_a ^ i_op_b;           
            4'b1010: o_alu_data = shift_right_logic_result;  
            4'b1011: o_alu_data = shift_right_arith_result;  
            4'b1100: o_alu_data = i_op_a | i_op_b;        
            4'b1110: o_alu_data = i_op_a & i_op_b;        
            default: o_alu_data = 32'b0;                 
        endcase
    end
endmodule
$ cat run.sh
#!/bin/bash
# OpenROAD 26Q1-2900-gdf79404cd8, Yosys 0.63+post, stock flow scripts
make -C /OpenROAD-flow-scripts/flow DESIGN_CONFIG=/design/flow/config.mk WORK_HOME=/design/flow/orfs finish
==> run summary <==
Implementation numbers.

- Per the final timing report, the hold violations number 0.
- Once layout is complete, the utilization of the core stands at approximately 46%.
- The final hold slack is 12.46 ns.
- The category of the worst setup path capture point is an output port.
- The area occupied by registers is 0 um^2.
- The top fanout value on the critical path is 48.
- The total power of the final layout is 203 uW.
- For the final routed database, the setup TNS stands at 0 ns.
- The congestion estimate from routability-driven global placement came to 1.05.
- The script reports the combined buffer and inverter count of the critical path as 4.
- The routed layout reports a DRC error count of 0.
- The number of detailed-routing iterations run before antenna repair is 18.
- After clock tree synthesis, the repair step resized 0 gates.
- The number of slew-limit violations in the final report is 0.
- The aggregate global-route resource usage is between 30% and 40%.
- The category of the worst setup path launch point is a primary input.
- Setup repair after global routing left no endpoint under its margin.
- The final route contains 10700 vias.
- After routing the design area is 0.0101 mm^2.
- According to the floorplan log, the row count is 54.
- The clock buffers instantiated in the layout total 0.
- STA on the placed design reports a worst setup slack of about 12 ns.
- The final global-route overflow total is 0.
- The highest supply drop recorded on VDD is 0.00000950 V.
- The cell occurring most often along the worst timing path is sky130_fd_sc_hd__a31oi_1.
- After the first detailed-routing iteration, the DRC count stood at around 1200.
- The maximum frequency from static timing analysis is 0.0600 GHz.
- In the final report, the number of endpoints failing setup comes to 0.
- Post-route period utilization is reported as 59.1%.
- The routed wirelength normalized by instance count is 25.7 um.
- During placement, the flow inserted port buffers numbering approximately 100.
- The fraction of the core area occupied by cells at floorplan is between 40% and 50%.
- Of the cells placed in the final design, the portion with a size suffix greater than 1 is 8.77%.
- The diode insertion count for antenna repair is 0.
- The post-synthesis simple-gate area fraction is about 20%.
- Entering global routing, the biggest net connects 75 pins.
- The detailed-placement wirelength estimate is roughly 31000 um.
- The measured slew at the worst slew-check pin is 0.905 ns.
- After synthesis, the netlist uses 81 different library cells.
- The number of standard cells after synthesis is 1271.
- The total area of multi-input combinational cells is between 0.008 and 0.009 mm^2.
- The OpenROAD warning count is 103.
- At the worst endpoint, the required time is 22.56 ns.
- In this design, the largest share of critical-path delay is due to buffers and inverters.
- Ranking logic cells in the layout by count gives the top entries 160 x sky130_fd_sc_hd__nor2_1, 102 x sky130_fd_sc_hd__ha_1, 99 x sky130_fd_sc_hd__inv_1.
- The horizontal die dimension is 152 um.
- The average cell area after synthesis is 7.11 um^2.
- Per the cell usage report, the commonest logic cell in the layout is sky130_fd_sc_hd__nor2_1.
- The vertical die dimension is 152 um.
- The design has 0 sequential cells.
- The post-layout instance count excluding filler cells is around 1600.
- The global-route wire length before repair is 61700 um.
- Including well taps, the total number of placed cells is 1580.
- The critical path's slowest cell is sky130_fd_sc_hd__clkinv_1.
- According to the Yosys statistics, the synthesized design has a chip area of 0.00904 mm^2.
- Of the post-synthesis cell area, the part taken by muxes is between 20% and 30%.
- The power density over the cells is 20.1 mW/mm^2.
- The path type of the worst setup path is primary input to output port.
- The final worst-path setup slack is 11.54 ns.
- The xor and xnor fraction of the mapped netlist area is 1.16%.
- The yosys cell count is 1271.
- The via count of the first global-routing pass was 9965.
- The mapped cell area is 0.00904 mm^2.
- The and-or/or-and share of the synthesized area is 33.9%.
- In this run the worst hold path is classified as primary input to output port.
- The run finished with clean final reports.
- The number of antenna violations at the first check in global routing came to 0.
- The highest cell delay on the worst timing path is 0.61 ns.
- At the worst endpoint, the arrival time is 11.02 ns.
- The filler cells instantiated in the layout total 2271.
- The synthesis run identifies the leading combinational cell family as AND-OR/OR-AND gates.
- The area growth from synthesis to final layout is 11.8%.
- The wire length after detailed routing is 40700 um.
- In this run the remaining antenna-violating nets after routing total 0.
- The total die area is 0.0232 mm^2.
- In this run the cell area measured after placement is roughly 0.010 mm^2.
- The number of warnings reported in the yosys synthesis log is 1.
- The quantity of hold-fixing buffers added after cts is 0.
- The cell-mix breakdown from Yosys lists the adder-cell area share as around 15%.
- The final timing report derives a shortest allowable period of ~17 ns.
- Post-CTS timing repair inserted 0 buffers for setup.
- The area of the placeable core is 0.0220 mm^2.
- Summed over all cells, the static leakage comes to 4.16 nW.
- The I/O pin count is ~100.
- Traced cell by cell, the critical path runs through clkdlybuf4s50_1 > buf_4 > clkinv_1 > ha_1 > nor2_1 > nand2_1 > o21a_1 > a211o_1 > a2111o_1 > a31oi_1 > nor3_1 > fa_1 > nor3b_1 > a31oi_1 > or3_1 > o221ai_1 > a31oi_1 > o311ai_1 > clkdlybuf4s50_1.
- The max-slew check reports its worst relative slack as 39.1%.
- Max-cap violations in this run came to 0.
- After synthesis, flip-flops and latches occupy 0% of the total area.
- The routed design shows a via density per instance of ~6.8.
-- synthesized netlist by cell type (all sizes together) (9+ instances only) --
library cell / number / area share, %
nor2: 160 / 6.6
ha: 102 / 14
inv: 101 / 4.2
a21oi: 98 / 5.4
nand2: 94 / 3.9
o21ai: 93 / 5.1
mux4: 61 / 15
clkbuf: 58 / 2.4
buf: 44 / 3.3
o211ai: 36 / 3.0
mux2i: 34 / 3.8
a21o: 27 / 2.2
nor3: 25 / 1.4
nand3: 22 / 1.2
a221oi: 20 / 1.9
a31oi: 17 / 1.2
o22ai: 17 / 1.2
a211oi: 16 / 1.3
or3: 15 / 1.0
o31ai: 13 / 1.1
a22oi: 12 / 1.0
and3: 12 / 0.83
o2111ai: 11 / 1.1
xnor2: 11 / 1.1
a211o: 10 / 0.97
nor2b: 10 / 0.69
o21a: 10 / 0.83
nand2b: 9 / 0.62
nor4: 9 / 0.62
o21bai: 9 / 0.75
o221ai: 9 / 0.87
-- report_power, final --
part	leakage (nW)	switching [mW]	internal [mW]
registers	0	0	0
clock network	0	0	0
logic	4.16	0.121	0.0821
total	4.16	0.121	0.0821
-- worst paths after layout --
| path | start | end | slack, ns | cells after the start |
|---|---|---|---|---|
| min | i_op_b[3] | o_alu_data[2] | 12.46 | 5 |
| max | i_op_b[4] | o_alu_data[0] | 11.54 | 19 |
-- layout make-up --
class              instances  share of cell area (%)
multi-input cells       1066                    80.6
well taps                280                    3.46
repair buffers           131                    12.1
inverters                103                    3.82
-- logic make-up after synthesis --
kind of cell / Yosys count
buffers and inverters: 205
adders and majority gates: 105
AOI/OAI and AO/OA: 455
and+or+nand+nor: 392
xor gates and xnor gates: 12
muxes: 102
-- layer usage --
layer | wire [um] | GRT usage [%]
met3 | 4200 | 6.75
met5 | 0 | 0
met1 | 17300 | 52.6
met2 | 17600 | 53.1
met4 | 1490 | 10.2
No activity file was given, so power comes from the tool's default toggle rates.
