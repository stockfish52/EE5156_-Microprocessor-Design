$ cat flow/constraint.sdc
current_design brc

set clk_period 5.5
set clk_io_pct 0.2

create_clock -name clk0 -period $clk_period

set non_clock_inputs [all_inputs -no_clocks]
set_input_delay [expr $clk_period * $clk_io_pct] -clock clk0 $non_clock_inputs
set_output_delay [expr $clk_period * $clk_io_pct] -clock clk0 [all_outputs]
$ cat flow/design.v
module Less32 (
    input  logic [31:0] a,     
    input  logic [31:0] b,     
    output logic [31:0] out    
);
    logic [31:0] diff;
    logic [31:0] b_not;
    logic carry;
    assign b_not = ~b;
    assign {carry, diff} = a + b_not + 1;
    assign out = (~carry) ? 32'h00000001 : 32'h00000000;
endmodule
module Less32_signed (
    input  logic signed [31:0] a,     
    input  logic signed [31:0] b,     
    output logic [31:0] out           
);
    logic signed [31:0] diff;
    logic signed [31:0] b_not;
    logic carry;
    assign b_not = ~b;
    assign {carry, diff} = a + b_not + 1;
    assign out = (a[31] == b[31]) ? (diff[31] ? 32'h00000001 : 32'h00000000) :
                 (a[31] ? 32'h00000001 : 32'h00000000);
endmodule
module brc (
    input  logic [31:0] i_rs1_data,   
    input  logic [31:0] i_rs2_data,   
    input  logic        i_br_un,      
    output logic        o_br_less,    
    output logic        o_br_equal    
);
    logic [31:0] less_signed;
    logic [31:0] less_unsigned;
    assign o_br_equal = (i_rs1_data == i_rs2_data);
    Less32_signed signed_cmp (
        .a(i_rs1_data),
        .b(i_rs2_data),
        .out(less_signed)
    );
    Less32 unsigned_cmp (
        .a(i_rs1_data),
        .b(i_rs2_data),
        .out(less_unsigned)
    );
    assign o_br_less = i_br_un ? less_unsigned[0] : less_signed[0];
endmodule
$ cat flow/config.mk
export PLATFORM = sky130hd
export DESIGN_NAME = brc
export DESIGN_NICKNAME = brc
export VERILOG_FILES = /design/flow/design.v
export SDC_FILE = /design/flow/constraint.sdc
export NUM_CORES = 4
export LEC_CHECK = 1
export CORE_AREA = 10 10 94 94
export DIE_AREA = 0 0 104 104
$ cat flow/run.sh
#!/bin/bash
# OpenROAD 26Q1-2900-gdf79404cd8, Yosys 0.63+post, stock flow scripts
make -C /OpenROAD-flow-scripts/flow DESIGN_CONFIG=/design/flow/config.mk WORK_HOME=/design/flow/orfs finish
==> reports/metrics.cfg <==
[status]
outcome = completed

[global_routing]
grt_use_met1 = 0.0743
grt_pass1_wl_microns = 5200
grtUsageMet2 = 0.0946
antenna_found_initial = 0
grt_max_degree = 4
use_met3 = 0.00940
grt_pass1_vias = 1129
top_usage_layer = met2
grt_overflow = 0
grt.total_usage = 0.0550

[power]
p_leak_nw = 0.825
ir_drop_mv = 0.0241
p_per_area_mw_per_mm2 = 64.1

[placement]
gp_congestion = 0.696
hpwl_microns = 2890
placed_area_sq_mm = 0.00170
port_buffers = 67

[critical_path]
crit_slowest_cell = clkdlybuf4s50_1
cp.depth = 12
worstPathMaxFanout = 2
end_kind = output port
crit_path_start_kind = primary input
crit_family = buffers and inverters
path_class = primary input to output port
max_stage_delay_ps = 480
crit_required_ps = 4400
arrival_ps = 3670
crit_buf_inv = 3
crit_chain = clkdlybuf4s50_1 > inv_1 > ha_1 > a211oi_1 > nor2_1 > o31ai_2 > nand2_1 > a21o_1 > a21oi_2 > fa_1 > a32o_1 > clkdlybuf4s50_1
worst_path_most_repeated_cell = clkdlybuf4s50_1

[synth]
yosysWarnings = 0
ys_chip_area_sq_um = 911
syn_inst = 126
syn_area_sq_um = 911
synth_stat.cells = 126
ys_seq_share = 0
avgSynthCellArea_sq_um = 7.23
synth_cell_types = 25

[cells_and_area]
drive_gt1_frac = 0.0311
layout_top_cell = clkdlybuf4s50_1
nClkBuffers = 0
logic_area_sq_um = 783
postLayoutCellArea_sq_mm = 0.00170
regArea_sq_um = 0
fillers = 773
lay_top_cells = clkdlybuf4s50_1, inv_1, ha_1
seq_cells = 0
syn2layout_area_growth_pct = 86.8

[sta]
worstMarginPinSlew_ps = 447
finalSetupTns_ps = 0
finalHoldViolCount = 0
period_used_share = 0.867
slew_violations = 0
rsz0062_at_grt = no
max_freq_mhz = 210
min_period_ps = 4770
setup_viol = 0
relSlewSlack = 0.700

[clock_network]
cts_resized = 0
cts_setup_buffers = 0
cts_hold_buffers = 0

[floorplanning]
chipArea_sq_mm = 0.0108
rows = 30
die_h_microns = 104
core_area_sq_mm = 0.00683
initial_core_util = 0.133
die-width_microns = 104
pin_count = 67

[worst_hold_path]
min_path_type = primary input to output port
whs_path_depth = 4

[job]
drv_cap = 0
warnings = 33

[detailed_routing]
drtIter0Drc = 11
drt-wirelength-per-cell_microns = 10.2
drtPass1Iterations = 4
drc = 0
vias = 1022
n_antenna_cell = 0
drt-vias-per-instance = 3.54
wl_microns = 2960
ant_nets = 0

-- tightest hold or removal path, stage by stage --
cell and delay [ps]:
clkdlybuf4s50_1 400, inv_1 70, a32o_1 120, clkdlybuf4s50_1 480
-- report_power, final --
part	internal, W	switching (W)
clock network	0	0
registers	0	0
logic	0.0000695	0.0000396
total	0.0000695	0.0000396
-- stage by stage --
stage / utilization / hold WS [ps] / setup slack, ps / power (W) / std cells
2_1_floorplan: - / 2330 / 1850 / 0.0000501 / 126
3_3_place_gp: 0.249 / 3270 / 718 / 0.000110 / 289
3_5_place_dp: 0.249 / 3280 / 727 / 0.000111 / 289
4_1_cts: 0.249 / 3290 / 702 / 0.000111 / 289
5_1_grt: 0.249 / 3350 / 516 / 0.000125 / 289
6_report: 0.249 / 3270 / 731 / 0.000109 / 289
-- synthesized netlist by cell type (all sizes together) --
library cell   n  area (sq um)
nand3b         1          7.51
nand2          2          7.51
o21ai          7          35.0
inv           34           128
nand2b         1          6.26
nor2b          1          6.26
o211ai         1          12.5
nor4           1          6.26
o31ai          2          33.8
a41o           1          10.0
nor2          11          41.3
and2           1          7.51
a211oi         3          27.5
ha            32           400
nor3           3          15.0
a21oi          9          48.8
a21o           5          37.5
nand3          5          25.0
nand4          4          25.0
fa             1          20.0
a32o           1          10.0
-- final timing paths --
check,from,endpoint
worst min-delay path,i_br_un,o_br_less
worst max-delay path,i_rs2_data[16],o_br_less
-- cell families after synthesis --
kind of cell,Yosys count,synth area share
AND-OR/OR-AND,29,0.236
adder cells (fa/ha/maj),33,0.462
buffers and inverters,34,0.140
AND/OR/NAND/NOR,30,0.162
-- per-layer routing --
layer	wire, microns	up-vias
li1	-	574
met1	1460	414
met2	1350	34
met3	149	0
met4	0	0
met5	0	-
-- area by class of cell --
cell class,instances,area share
tap,96,0.0706
multi-input combinational,92,0.460
timing repair buffer,67,0.394
inverter,34,0.0750
Power and IR drop assume default switching activity.
